--- design/flow/run.sh ---
#!/bin/bash
# OpenROAD 26Q1-2900-gdf79404cd8, Yosys 0.63+post, stock flow scripts
make -C /OpenROAD-flow-scripts/flow DESIGN_CONFIG=/design/flow/config.mk WORK_HOME=/design/flow/orfs finish
--- design/flow/config.mk ---
export PLATFORM = sky130hd
export DESIGN_NAME = CU
export DESIGN_NICKNAME = CU
export VERILOG_FILES = /design/flow/design.v
export SDC_FILE = /design/flow/constraint.sdc
export NUM_CORES = 4
export LEC_CHECK = 1
export CORE_UTILIZATION = 50
--- design/flow/constraint.sdc ---
current_design CU

set clk_period 5.2
set clk_io_pct 0.2

create_clock -name clk0 -period $clk_period [get_ports {clk}]

set non_clock_inputs [all_inputs -no_clocks]
set_input_delay [expr $clk_period * $clk_io_pct] -clock clk0 $non_clock_inputs
set_output_delay [expr $clk_period * $clk_io_pct] -clock clk0 [all_outputs]
--- design/flow/design.v ---
`timescale 1ns / 1ps
module CU (clk,rst, instr, result2, operand1, operand2, offset, opcode, sel1, sel3,w_r);
    parameter DATA_WIDTH = 8;  
    parameter ADDR_BITS = 5;  
    parameter INSTR_WIDTH =20; 
    input clk,rst;
    input [INSTR_WIDTH-1:0]instr;
    input [DATA_WIDTH-1:0] result2;
    output reg [DATA_WIDTH-1:0] operand1;
    output reg [DATA_WIDTH-1:0] operand2;
    output reg [DATA_WIDTH-1:0] offset;
    output reg [3:0] opcode;
    output reg sel1, sel3, w_r;
    reg [DATA_WIDTH-1:0] regfile [0:3];
    reg [INSTR_WIDTH-1:0]instruction;
    parameter RESET = 4'b0000;
    parameter DECODE = 4'b0001;
    parameter EXECUTE = 4'b0010;
    parameter MEM_ACCESS = 4'b0100;
    parameter WRITE_BACK = 4'b1000;
    reg [3:0] state = RESET;
    always @(posedge clk) begin
        instruction = instr;
        case (state)
            RESET : begin  
                if (instruction[19:18] == 2'b00)  begin
                    state = RESET; 
                    end else begin
                    state = DECODE;  
                    end
                regfile[0]<= 8'd0;
                regfile[1]<= 8'd1;
                regfile[2]<= 8'd2;
                regfile[3]<= 8'd3;
                operand1 <= #(DATA_WIDTH)'d0;
                operand2 <= #(DATA_WIDTH)'d0;
                offset <= #(DATA_WIDTH)'d0;
                opcode <= 4'b1111;
                sel1 <= 0;
                sel3 <= 0;
                w_r <= 0;
            end
            DECODE : begin  
                state = EXECUTE;  
                if (instruction[19:18] == 2'b1) begin  
                    operand1 <= regfile[instruction[15:14]];  
                    operand2 <= regfile[instruction[13:12]];  
                    offset <= instruction[11:4];
                    opcode <= instruction[3:0];
                   sel1 <= 1;
                    sel3 <= 0;
                    w_r <= 0;
                end else if (instruction[19:18] == 2'b10) begin  
                    operand1 <= regfile[instruction[15:14]];  
                    operand2 <= regfile[instruction[17:16]];  
                    offset <= instruction[11:4];
                    opcode <= instruction[3:0];
                    sel1 <= 0;  
                    sel3 <= 1;  
                    w_r <= 0;
                end else if (instruction[19:18] == 2'b11) begin  
				   operand1 <= regfile[instruction[15:14]];  
                   operand2 <= regfile[instruction[17:16]];  
                   offset <= instruction[11:4];
                   opcode <= instruction[3:0];
                   sel1 <= 0;  
                   sel3 <= 1;  
                   w_r <= 1; 
                end
            end
            EXECUTE: begin  
                state = MEM_ACCESS;  
                if (instruction[19:18] == 2'b01) begin  
                    state = WRITE_BACK;
                    operand1 <= regfile[instruction[15:14]];  
                    operand2 <= regfile[instruction[13:12]];  
                    offset <= instruction[11:4];
                    opcode <= instruction[3:0];
                    sel1 <= 1;
                    sel3 <= 0;
                    w_r <= 0;
                end else if (instruction[19:18] == 2'b10) begin  
                    operand1 <= regfile[instruction[15:14]];  
                    operand2 <= regfile[instruction[17:16]];  
                    offset <= instruction[11:4];
                    opcode <= instruction[3:0];
                    sel1 <= 0;  
                    sel3 <= 1;  
                    w_r <= 0;
                end else if (instruction[19:18] == 2'b11) begin  
				   operand1 <= regfile[instruction[15:14]];  
                   operand2 <= regfile[instruction[17:16]];  
                   offset <= instruction[11:4];
                   opcode <= instruction[3:0];
                   sel1 <= 0;  
                   sel3 <= 1;  
                   w_r <= 1;
                end
            end
            MEM_ACCESS: begin  
                state = WRITE_BACK;  
                if (instruction[19:18] == 2'b10) begin  
                    operand1 <= regfile[instruction[15:14]];  
                    operand2 <= regfile[instruction[17:16]];  
                    offset <= instruction[11:4];
                    opcode <= instruction[3:0];
                    sel1 <= 0;  
                    sel3 <= 1;  
                    w_r <= 0;
                end else if (instruction[19:18] == 2'b11) begin  
				   operand1 <= regfile[instruction[15:14]];  
                   operand2 <= regfile[instruction[17:16]];  
                   offset <= instruction[11:4];
                   opcode <= instruction[3:0];
                   sel1 <= 0;  
                   sel3 <= 1;  
                   w_r <= 1;
                end
            end
            WRITE_BACK: begin  
                state = DECODE;  
                if (instruction[19:18] == 2'b01) begin  
                    regfile[instruction[17:16]] <= result2;  
                    operand1 <= regfile[instruction[15:14]];  
                    operand2 <= regfile[instruction[13:12]];  
                    offset <= instruction[11:4];
                    opcode <= instruction[3:0];
                    sel1 <= 1;
                    sel3 <= 0;
                    w_r <= 0;
                end else if (instruction[19:18] == 2'b11) begin  
				   	regfile[instruction[17:16]] <= result2;  
                    operand1 <= regfile[instruction[15:14]];  
                    operand2 <= regfile[instruction[17:16]];  
                    offset <= instruction[11:4];
                    opcode <= instruction[3:0];
                    sel1 <= 0;  
                    sel3 <= 1;  
                    w_r <= 1;
                end else if (instruction[19:18] == 2'b10) begin  
                    regfile[instruction[17:16]] <= result2;  
                    operand1 <= regfile[instruction[15:14]];  
                    operand2 <= regfile[instruction[17:16]];  
                    offset <= instruction[11:4];
                    opcode <= instruction[3:0];
                    sel1 <= 0;  
                    sel3 <= 1;  
                    w_r <= 0;
                end
            end
            default:  
            state = RESET;  
        endcase
    end
endmodule
==> run summary <==
impl run done, here's what came out: outcome finished, final reports clean, Dominant flop cell edfxtp_1, number of placement rows 30, filler instances 527, total track usage 22.18%, Seq/Total Area, Yosys 53.64%, layout cell share with drive strength beyond 1 11.83%, tool warning count 27, Inst Count DP 435, largest net degree at the start of global routing 29, max cap viols 0, post-DR vias/cell 5.783, Adders+Majority by Area 0%, Post-CTS Setup Inserts 0, Sequential cell area 0.001972 mm^2, Switching Share 33.82%, Crit. Startpoint instr[19], Final HPWL DP 5262 um, RePlAce Congestion 0.8693, count of library flops with an enable pin 63, Core Region 0.006944 mm^2, mux share 6.433%, main area contributors edfxtp_1, mux4_2, and2_1, 1st-pass router iterations 6, sequential share of power 45.0%, crit path DAT 3540 ps, fin crit share 68.05%, pwr/cell area 556.1 mW/mm^2, final setup margin 1662 ps, clock share of power 16.2%, initial antenna violation count 0, first-pass GRT wire length 12260 um, skew final 7.285 ps, final std cells w/o fill 451, Worst slew margin 50.44%, Hold Startpoint offset[1], syn_area_per_cell 12.42 um^2, Tmin final 3538 ps, leakage 1.594 nW, synthesized cell area 0.003676 mm^2, total chip power 2.488 mW, Post-Synthesis Cells 296, Yosys Instances 296, # setup viols final 0, crit-path max FO 13, Worst Setup Start Kind input pin, final setup TNS 0 ps, vias in the first global route 2461, CTS Buf Count 9, crit end category flop, DP Worst Slack 1339 ps, worst-path cell with the longest stage delay clkdlybuf4s50_1, hold slack final 573.8 ps, # IOs 61, width of the die 87.75 um, FF-to-FF Start state[3], Max stage delay on crit path 820 ps, Peak VDD IR 0.3177 mV, maximum clock rate 282.6 MHz, Clock Path Buffers 2, Post-CTS Hold Buffers 0, Area growth syn-to-layout 21.72%, Latency at later pin 330 ps, area figure in the yosys stat output 0.003676 mm^2, drt first-iter violations 121, final slew viol count 0, logic gate share of total power 38.8%, Reg clk slew, reported paths 70 ps, Simple-Gate Area Share 16.37%, Cell variety after synth 53, vias after detailed routing 2608, Yosys Warn Count 1, Flops after synth 67, Async S/R FF share, synth 0%, Main logic family AND-OR/OR-AND gates, Worst EP required 5200 ps, PortBufs 59, most common cell in the netlist edfxtp_1, Final ANT Viol Nets 0, GRT overflow 0, Yosys top cell by area edfxtp_1, CTS tree done, FP Core Util 52.94%, switching pwr 0.8415 mW, Multi-input gate area 0.001548 mm^2, XOR Share, Synth 0.4425%, yosys aoi share 18.69%, worst min path class reg2reg, Post-synth top cells edfxtp_1, and2_1, nand2_1, Worst-Margin Slew 742.4 ps, Hold Vio Cnt, Final 0, Root Buffer clkbuf_8, WL/cell 16.67 um, Die Size 0.007699 mm^2, Die Y 87.75 um, Routed WL 7516 um, Diodes inserted 0, Top cell area share 51.46%, post-cts sizing count 0, clock sink count 67, unrepaired setup endpoints after global routing false, H-tree levels 3, CP cell instances clkdlybuf4s50_1, nor2_1, nor4_1, buf_4, nor3b_2, inv_1, nand2_1, P_int 1.647 mW, drc violations 0, kind of critical path in2reg
==> cell families after synthesis <==
logic type      Yosys count
compound gates           85
simple gates            102
flops                    67
mux                      13
buf+inv                  28
xor+xnor                  1
==> final timing paths <==
path | endpoint | slack [ps] | cells after the start
min | offset[1] | 570 | 1
min reg2reg | offset[1] | 570 | 1
max reg2reg | regfile[0][1] | 2590 | 6
max | regfile[0][1] | 1660 | 7
==> through the flow <==
| step | utilization (%) | cell area, um^2 |
|---|---|---|
| after floorplan | - | 3676 |
| after CTS | 64.43 | 4474 |
| after global placement | 61.78 | 4290 |
| after detailed placement | 61.78 | 4290 |
| final | 64.43 | 4474 |
| after global routing | 64.43 | 4474 |
==> worst max-delay path, delay by kind of cell <==
kind,cells,cell delay (ps)
buffers and inverters,3,1140
and+or+nand+nor,4,1360
==> final cells by class <==
class | instances | share of cell area [%]
Clock inverter | 6 | 1.258
Clock buffer | 10 | 2.852
Timing Repair Buffer | 63 | 13.87
Tap cell | 96 | 2.685
Inverter | 8 | 0.6711
Sequential cell | 67 | 44.07
Multi-Input combinational cell | 201 | 34.59
==> cells in the final DEF (no fill, tap or decap), types with 2 or more instances in the layout <==
cell,synthesis,routed
edfxtp_1,63,63
clkdlybuf4s50_1,0,59
and2_1,28,28
nand2_1,18,18
a22o_1,16,16
a221oi_1,15,15
a21oi_1,14,14
and2b_1,13,13
nor2_1,12,12
clkbuf_8,0,9
inv_1,8,8
mux4_2,8,8
o21ai_0,8,8
o31ai_1,8,8
nor2b_1,5,5
nand2b_1,5,5
a221o_1,4,4
nor3_1,4,4
nand3_1,4,4
a211oi_1,4,4
buf_4,3,4
dfxtp_1,4,4
clkinv_2,0,3
mux2_2,2,2
and3b_1,2,2
a31oi_1,2,2
nor4_1,2,2
or3_1,2,2
mux2i_1,2,2
==> power groups by stage <==
stage                 registers (mW)  clock network (mW)  logic [mW]
after CTS                       1.12               0.416       0.973
after global routing            1.15               0.439        1.07
final                           1.12               0.403       0.966
==> flip-flops by register name, summed over array words and instances (netlist names) <==
register	flops
w_r	1
offset	8
state	4
regfile	32
operand1	8
operand2	8
sel1	1
opcode	4
sel3	1
==> routing by layer <==
layer | global-route usage, % | wire (um) | vias to the layer above
met5 | 0 | 0 | -
met4 | 3.428 | 78 | 0
met3 | 4.485 | 494 | 10
met2 | 33.54 | 3507 | 93
met1 | 37.96 | 3436 | 1244
li1 | - | - | 1261
Power and IR drop assume default switching activity.
