$ cat flow/run.sh
#!/bin/bash
# OpenROAD 26Q1-2900-gdf79404cd8, Yosys 0.63+post, stock flow scripts
make -C /OpenROAD-flow-scripts/flow DESIGN_CONFIG=/design/flow/config.mk WORK_HOME=/design/flow/orfs finish
$ cat flow/config.mk
export PLATFORM = sky130hd
export DESIGN_NAME = reg_mem
export DESIGN_NICKNAME = reg_mem
export VERILOG_FILES = /design/flow/design.v
export SDC_FILE = /design/flow/constraint.sdc
export NUM_CORES = 4
export LEC_CHECK = 1
export CORE_UTILIZATION = 30
$ cat flow/constraint.sdc
current_design reg_mem

set clk_period 1.8
set clk_io_pct 0.2

create_clock -name clk0 -period $clk_period [get_ports {clk}]

set non_clock_inputs [all_inputs -no_clocks]
set_input_delay [expr $clk_period * $clk_io_pct] -clock clk0 $non_clock_inputs
set_output_delay [expr $clk_period * $clk_io_pct] -clock clk0 [all_outputs]
$ cat flow/design.v
`timescale 1ns / 1ps
module reg_mem (addr, data_in, wen, clk, data_out);
    parameter DATA_WIDTH = 8;  
    parameter ADDR_BITS = 5;  
    input [ADDR_BITS-1:0] addr;
    input [DATA_WIDTH-1:0] data_in;
    input wen;
    input clk;
    output [DATA_WIDTH-1:0] data_out;
    reg [DATA_WIDTH-1:0] data_out;
    reg [DATA_WIDTH-1:0] mem_array [(2**ADDR_BITS)-1:0];
    always @(posedge clk) begin
        if (wen) begin  
            mem_array [addr] <= data_in;
            data_out <= #(DATA_WIDTH)'b0;
        end
        else begin  
            data_out <= mem_array[addr];
        end
    end
endmodule
==> impl_metrics.yaml <==
# physical design summary
run_status:
  status: "complete, no violations"
drt:
  ant_nets: 0
  vias: 5497
  drt-pass1-iter-count: 4
  vias_per_cell: 4.68
  drt_wl_total_mm: 22.5
  drt_iter0_drc: 346
  drc: 0
  diodes: 0
  wl_per_cell_um: 19.1
clock_network:
  cts_tree: "yes"
  clkTransAtPathRegs_ps: 60
  htreeDepth: 1
  numCtsBuffers: 26
  cts_root_buf: "clkbuf_16"
  clk_path_buf_depth: 3
  cts_num_sinks: 264
  clk_latency_ps: 520
setup_path:
  worstPathRequired_ps: 2240
  crit_family: "buffers and inverters"
  rr_worst_depth: 5
  crit_arrival_ps: 2240
  rrSetupSlack_ps: 320
  path_buffers: 3
  crit_type: "primary input to flop"
  critPathMaxFanout: 12
  path_cells: "clkdlybuf4s50_1, buf_4, buf_6, or4b_4, o22ai_1, nor4_4, a21oi_1"
  critPathMaxStageDelay_ps: 550
  critPathLaunchType: "primary input"
  rr_endpoint: "data_out[4]$_SDFF_PP0_"
  cp_slowest_cell: "or4b_4"
  end_kind: "flop"
  r2r-start: "mem_array[31][4]$_DFFE_PP_"
global_route:
  antenna_found_initial: 0
  overflow: 0
  grt_max_degree: 33
  first_global_vias: 5647
  grt_pass1_wl_mm: 34.3
  grtUsageTotal: 0.139
logic_synthesis:
  synthArstFlopShare: 0
  edf_count: 256
  top_area_cell: "edfxtp_1"
  ys_chip_area_mm2: 0.0103
  synth_warnings: 1
  ys_seq_frac: 0.765
  synth.distinct_cells: 26
  synth-main-ff-cell: "edfxtp_1"
  synthTopCellsByArea: "edfxtp_1 75%, mux2i_1 12%, o22ai_1 3.8%"
  top_area_frac: 0.749
  synth_area_mm2: 0.0103
  yosysCellCount: 577
  syn_inst: 577
  avgSynthCellArea_um2: 17.8
  ys_ff: 264
floorplanning:
  die_area_mm2: 0.0350
  rows: 67
  fp_util: 0.305
  die_w_um: 187
  coreArea_mm2: 0.0336
  io-pin-count: 23
  die_h_um: 187
final_timing:
  finalSetupViolCount: 0
  fin_crit_sh: 0.996
  fmax_mhz: 558
  slew_violations: 0
  period_minus_slack_ps: 1790
  whs_ps: 676
  fin_skew_ps: 9.00
  final-hold-violation-count: 0
  worst_slew_pin_slew_ps: 395
  rsz0062_at_grt: "false"
  slew_headroom: 0.735
placement:
  hpwl_mm: 15.0
  portBuffers: 22
  place_congestion: 0.917
pwr:
  p_int_uw: 10100
  p_per_area_mw_per_mm2: 981
  switching_power_uw: 2600
  irDropWorstVdd_v: 0.000670
  pwr-share-clk: 0.396
  p_seq_frac: 0.542
  switching_share: 0.205
  combinationalPowerShare: 0.062
  p_leak_uw: 0.00450
hold_path:
  hp-start: "data_in[2]"
  min_delay_path_depth: 2
  hold_class: "primary input to flop"
  hold_end: "mem_array[21][2]$_DFFE_PP_"
job:
  cap_viol_max_count: 0
  stage_log_warnings: 27
finish:
  drive_above_1_share: 0.262
  final_common_cell: "edfxtp_1"
  final_cell_mix: "256 x edfxtp_1, 128 x mux2i_1, 95 x buf_4"
  areaGrowthSynthToFinish_pct: 25.7
  fin_util: 0.384
synth_stat cells, types with 4 or more instances:
cell type / number
edfxtp_1: 256
mux2i_1: 128
o22ai_1: 63
nor2_1: 29
buf_2: 20
nor4_1: 16
a21oi_1: 8
dfxtp_1: 8
clkbuf_1: 7
buf_6: 6
nand4bb_1: 6
nand3b_1: 4
nand4b_1: 4
nor3_1: 4
timing repair:
action,in CTS,in global routing
resized,23,13
cloned,0,1
setup buffers,0,2
hold buffers,0,0
pin swaps,1,7
setup endpoints to repair,11,22
registers in the layout, indices dropped and copies added (netlist names):
register and flops:
mem_array 256, data_out 8
kinds of logic after synthesis:
group | synth area share
AOI/OAI and AO/OA | 0.0435
DFF | 0.765
and+or+nand+nor | 0.0465
muxes | 0.125
buffers and inverters | 0.0205
power groups by stage:
stage         clock network, µW  registers, µW  logic [µW]
CTS                        5100           6860         783
global route               5340           6860         847
finish                     5000           6860         789
metrics by stage:
step	cell area [µm²]	setup TNS, ps	instances	power [µW]	worst slack, ps
floorplan	10300	-18530	577	7310	-125
global placement	11900	-104440	1125	7740	-823
detailed placement	11900	-104010	1125	7750	-767
CTS	12800	-9.74	1171	12700	-9.74
global route	12900	0	1174	13100	0.489
finish	12900	0	1174	12700	7.49
worst max-delay path by stage:
| stage | startpoint | end | slack (ps) | cells after the start |
|---|---|---|---|---|
| global route | addr[4] | data_out[4]$_SDFF_PP0_ | 0.5 | 8 |
| CTS | addr[3] | data_out[0]$_SDFF_PP0_ | -10 | 9 |
| finish | addr[0] | data_out[0]$_SDFF_PP0_ | 7 | 7 |
area by class of cell:
type	instances	area [µm²]
Multi-Input combinational cell	277	2390
Clock inverter	17	115
Tap cell	448	561
Sequential cell	264	7850
Timing Repair Buffer	139	1300
Clock buffer	29	683
Fill cell	2999	20700
routing by layer:
metal | wire [µm] | vias up | track usage | part of all wire
met5 | 0 | - | 0 | 0
met4 | 568 | 0 | 0.0318 | 0.025
met3 | 1320 | 34 | 0.0372 | 0.059
met2 | 11100 | 150 | 0.222 | 0.49
met1 | 9450 | 2710 | 0.200 | 0.42
li1 | - | 2603 | - | -
Power is estimated from default activity; no workload was simulated.
